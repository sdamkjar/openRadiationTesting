### config.mk
export PLATFORM = sky130hd
export DESIGN_NAME = counter28
export DESIGN_NICKNAME = counter28
export VERILOG_FILES = /design/flow/design.v
export SDC_FILE = /design/flow/constraint.sdc
export NUM_CORES = 4
export LEC_CHECK = 1
export CORE_AREA = 10 10 88 88
export DIE_AREA = 0 0 98 98
### constraint.sdc
current_design counter28

set clk_period 6.2
set clk_io_pct 0.2

create_clock -name clk0 -period $clk_period [get_ports {clk}]

set non_clock_inputs [all_inputs -no_clocks]
set_input_delay [expr $clk_period * $clk_io_pct] -clock clk0 $non_clock_inputs
set_output_delay [expr $clk_period * $clk_io_pct] -clock clk0 [all_outputs]
### design.v
`timescale 1 ns / 100 ps
module counter28    (
	cntout,   
 	clk,   
 	nreset        
	);
 output [27:24] cntout;
 input clk, nreset;
 reg [27:0] cnt;
 always @(posedge clk)
 if (~nreset)  
    begin
		cnt <= 28'b0 ;
	end
  else
	begin
    	cnt <= cnt + 1;
  	end 
assign cntout = cnt[27:24];
endmodule 
### run.sh
#!/bin/bash
# OpenROAD 26Q1-2900-gdf79404cd8, Yosys 0.63+post, stock flow scripts
make -C /OpenROAD-flow-scripts/flow DESIGN_CONFIG=/design/flow/config.mk WORK_HOME=/design/flow/orfs finish
==> flow_summary_export.csv <==
group,metric,value,unit
power,seqPwrFrac,64.2,%
floorplanning,die_area,0.00960,mm^2
synthesis,ys_ff,28,
critical_path,crit_chain,"clkdlybuf4s50_1, clkinv_1, a21oi_1",
min_path,hold_path_class,"register to register",
floorplanning,io_pins,6,
power,p_int,0.227,mW
critical_path,end_kind,"register",
synthesis,ys_cells,149,
synthesis,top_area_cell,"dfxtp_1",
sta,finalCriticalPeriod,2.44,ns
clocking,clkSlewWorstSetupHoldPaths,0.09,ns
detailed_routing,drc,0,
layout,largest_register_ffs,28,
critical_path,path_delay_family,"buffers and inverters",
critical_path,arrival,2.62,ns
run,cap_violations,0,
floorplanning,initial_core_util,22.0,%
place,dp_hpwl,1450,um
clocking,cts_buffers,3,
sta,finClkSkew,0.00331,ns
sta,rsz0062_at_grt,"no",
sta,fmax,410,MHz
layout,layout.cells.non_filler,220,
power,p_clk_share,33.5,%
critical_path,start_kind,"input port",
detailed_routing,drtIter0Drc,97,
synthesis,synth_cell_type_count,30,
sta,slew_viol_final,0,
detailed_routing,wirelength,2170,um
grt,groute.usage.overall,4.63,%
power,power-per-cell-area,201,mW/mm^2
critical_path,crit_required,6.38,ns
place,io_buffers,5,
critical_path,crit_path_max_fanout,27,
clocking,postCtsSetupBuffers,0,
sta,setup_violations,0,
clocking,insertion_delay,0.27,ns
grt,grt-busiest-layer,"met2",
synthesis,top_cells_by_area,"dfxtp_1, or4_1, o31ai_1",
synthesis,top_cell,"dfxtp_1",
grt,antenna_found_initial,0,
detailed_routing,ant_nets,0,
synthesis,async_flop_share,0,%
detailed_routing,routed_via_density,4.47,
detailed_routing,vias,983,
synthesis,ff_type,"dfxtp_1",
clocking,holdBufCountCts,0,
synthesis,ys_warn_count,1,
power,power_leakage,0.391,nW
detailed_routing,antenna-diode-count,0,
critical_path,worst-r2r-setup-slack,4.01,ns
clocking,ctsResizeCount,0,
detailed_routing,wl_per_cell,9.85,um
sta,setup_tns,0,ns
critical_path,critPathMaxStageDelay,0.57,ns
floorplanning,rows,28,
detailed_routing,drt-pass1-iter-count,4,
power,power.switching,0.0580,mW
critical_path,worst-setup-path-type,"input port to register",
synthesis,ys_seq_share,43.1,%
clocking,cts-root-buf,"clkbuf_8",
floorplanning,die_h,98,um
grt,grt_pass1_wl,4010,um
layout,drive_gt1_share,4.83,%
floorplanning,core-area,0.00592,mm^2
power,p_comb_share,2.2,%
sta,hold_viol,0,
clocking,cts_sinks,28,
place,dp_cells,217,
place,place_congestion,0.774,
floorplanning,die_w,98,um
run,warnings,25,
synthesis,yosys_area,0.00130,mm^2
layout,fillCellCount,622,
layout,final_util,23.9,%
layout,biggestRegsByFlops,"cnt: 28 flops",
clocking,cts_tree,"done",
synthesis,synthCells,149,
clocking,clockBufferDepth,2,
sta,period_used_share,39.4,%
synthesis,synth-edff-count,0,
synthesis,ys_top_cells_by_count,"dfxtp_1, a21oi_1, nor2_1, or4_1, o31ai_1",
critical_path,critPathBufInv,2,
grt,grt_max_degree,28,
sta,maxSlewHeadroom,51.8,%
grt,globalRouteMet3Util,1.14,%
power,swShare,20.3,%
synthesis,avgSynthCellArea,8.72,um^2
power,irDropWorstVdd,114,uV
layout,max_flop_register,"cnt",
grt,globalRouteMet1Util,6.78,%
grt,globalRouteMet2Util,6.95,%
layout,areaGrowthSynthToFinish,8.95,%
grt,grt_pass1_vias,892,
grt,overflow,0,
status,status,"finished clean",
synthesis,netlist_area,0.00130,mm^2
clocking,h-tree-depth,1,
sta,tightest_slew,0.719,ns
synthesis,top_area_share,43.1,%
critical_path,cp_slowest_cell,"clkinv_1",
-- worst reg2reg max path, cell delays in order (launching register included) --
cell     delay [ns]
dfxtp_1        0.45
nand3_2        0.14
or4_1          0.79
or4_1          0.59
a21oi_1        0.14
-- cell families (layout without fill, tap and decap cells) --
| logic type | count (synthesis) | after routing | share of synthesized area (%) |
|---|---|---|---|
| simple gates | 63 | 63 | 28.4 |
| buf+inv | 16 | 12 | 6.45 |
| fa+ha+maj | 1 | 1 | 0.962 |
| xor+xnor | 11 | 11 | 7.41 |
| compound gates | 30 | 30 | 13.7 |
| flops | 28 | 28 | 43.1 |
-- power by group through the flow --
stage	Combinational [mW]	Sequential (mW)	Clock (mW)
after global routing	0.00734	0.183	0.109
final	0.00640	0.183	0.0956
after CTS	0.00649	0.183	0.102
-- final cells by class --
cell class / count / area, um^2 / area share [%]
sequential: 28 / 561 / 39.6
inverter: 4 / 15.0 / 1.06
timing repair buffer: 5 / 50.0 / 3.53
clock buffer: 3 / 41.3 / 2.92
multi-input combinational: 105 / 656 / 46.3
tap: 75 / 93.8 / 6.63
-- per-stage QoR --
step                setup WS (ns)  total power, mW  hold WS (ns)  cell area, um^2
detailed placement           3.46            0.194         0.455             1380
global route                 3.59            0.299         0.494             1420
CTS                          3.76            0.292         0.477             1420
finish                       3.76            0.285         0.470             1420
floorplan                    4.34            0.192         0.430             1300
global placement             3.46            0.194         0.451             1380
-- per-layer routing --
layer	part of all wire [%]	vias to the layer above
li1	-	537
met1	55	437
met2	41	7
met3	3.0	2
met4	1.1	0
met5	0	-
-- final timing paths --
path,from,end,depth (start not counted)
max,nreset,cnt[26],3
min,cnt[0],cnt[0],1
max reg2reg,cnt[2],cnt[19],4
min reg2reg,cnt[0],cnt[0],1
-- layout by cell type (no fill, tap or decap), drive strengths merged --
cell,count
and3,1
nand2,9
nor3,3
nand4,7
xnor2,7
or3,5
ha,1
and2,2
clkbuf,3
xor2,4
inv,3
and4,3
nor4,1
clkinv,1
clkdlybuf4s50,5
nor4bb,1
nand3,7
a21oi,15
o31ai,11
nor2,12
or4,12
dfxtp,28
o21ai,4
Power figures rest on the tool's default switching activity, not on a simulated workload.
